$ cat flow/config.mk
export PLATFORM = sky130hd
export DESIGN_NAME = axi_lite_to_apb_bridge
export DESIGN_NICKNAME = axi_lite_to_apb_bridge
export VERILOG_FILES = /design/flow/design.v
export SDC_FILE = /design/flow/constraint.sdc
export NUM_CORES = 4
export LEC_CHECK = 1
export CORE_UTILIZATION = 40
$ cat flow/constraint.sdc
current_design axi_lite_to_apb_bridge

set clk_period 10.5
set clk_io_pct 0.2

create_clock -name clk0 -period $clk_period [get_ports {aclk}]
create_clock -name clk1 -period $clk_period [get_ports {pclk}]

set non_clock_inputs [all_inputs -no_clocks]
set_input_delay [expr $clk_period * $clk_io_pct] -clock clk0 $non_clock_inputs
set_output_delay [expr $clk_period * $clk_io_pct] -clock clk0 [all_outputs]
$ cat flow/design.v
module sync_2ff
  (
   input logic clk ,
   input logic rst_n ,
   input logic data_in ,
   output logic data_out 
  );
  logic q1;
  always_ff @(posedge clk or negedge rst_n) begin 
   if (!rst_n) begin 
     q1         <= 1'b0;
     data_out   <= 1'b0;
   end else begin
     q1         <= data_in;
     data_out   <= q1;
    end
   end
endmodule
module async_fifo
 #(
   parameter DATA_WIDTH = 32,
   parameter ADDR_WIDTH = 2
   )
  (
   input logic wclk, 
   input logic wrst_n,
   input logic winc,
   input logic [DATA_WIDTH-1:0] wdata,
   output logic wfull,
   input logic rclk,
   input logic rrst_n,
   input logic rinc, 
   output logic [DATA_WIDTH-1:0] rdata,
   output logic rempty
  );
 localparam DEPTH = 1 << ADDR_WIDTH;
 logic [DATA_WIDTH-1:0] mem [0:DEPTH-1];
 logic [ADDR_WIDTH:0] wptr_bin, wptr_gray;
 logic [ADDR_WIDTH:0] rptr_bin, rptr_gray;
  logic [ADDR_WIDTH:0] wq2_rptr_gray;
  logic [ADDR_WIDTH:0] rq2_wptr_gray;
 genvar i;
 generate
   for (i=0; i<= ADDR_WIDTH; i++) begin : sync_loop
     sync_2ff sync_r2w 
      (
       .clk(wclk), .rst_n(wrst_n),
        .data_in(rptr_gray[i]),
       .data_out(wq2_rptr_gray[i])
       );
     sync_2ff sync_w2r 
      (
       .clk(rclk), .rst_n(rrst_n),
        .data_in(wptr_gray[i]),
       .data_out(rq2_wptr_gray[i])
       );   
   end    
 endgenerate     
 always_ff @(posedge wclk or negedge wrst_n) begin
   if (!wrst_n) begin
     wptr_bin <= 0;
     wptr_gray <= 0;
    end else begin
   if (winc && !wfull) begin
     mem[wptr_bin[ADDR_WIDTH-1:0]] <= wdata;
     wptr_bin <= wptr_bin +1;
     wptr_gray <= (wptr_bin +1) ^ ((wptr_bin +1) >> 1);
     end
    end
   end     
 assign wfull = (wptr_gray ==              {~wq2_rptr_gray[ADDR_WIDTH:ADDR_WIDTH-1],      wq2_rptr_gray[ADDR_WIDTH-2:0]});       
        always_ff @(posedge rclk or negedge rrst_n) begin 
          if (!rrst_n) begin
            rptr_bin <= 0;
            rptr_gray <= 0;
          end else begin
            if (rinc && !rempty) begin
              rptr_bin <= rptr_bin +1;
              rptr_gray <= (rptr_bin +1) ^ ((rptr_bin +1) >> 1);
            end
          end
        end
        assign rdata = mem[rptr_bin[ADDR_WIDTH-1:0]];
        assign rempty = (rptr_gray == rq2_wptr_gray);
endmodule
module apb_master_fsm 
  (
   input logic pclk,
   input logic presetn,
   input logic fifo_empty,
   input logic [31:0] cmd_addr,
   input logic [31:0] cmd_wdata,
   input logic cmd_write, 
   output logic fifo_pop,
   output logic [31:0] PADDR,
   output logic [31:0] PWDATA,
   output logic PWRITE,
   output logic PSEL,
   output logic PENABLE,
   input logic [31:0] PRDATA,
   input logic PREADY
  );
  typedef enum logic [1:0] 
   {
    IDLE,
    SETUP,
    ACCESS
   } state_t;
  state_t current_state, next_state;
  always_ff @(posedge pclk or negedge presetn) begin
    if (!presetn) begin
      current_state <= IDLE;
    end else begin
      current_state <= next_state;
    end 
  end
  always_comb begin
    next_state = current_state;
    PSEL = 0;
    PENABLE = 0;
    PWRITE = 0;
    PADDR = 0;
    PWDATA = 0;
    fifo_pop = 0;
    case (current_state)
      IDLE:begin
        if (!fifo_empty) begin
          next_state = SETUP;
        end
      end
     SETUP: begin
       PSEL = 1;
       PWRITE = cmd_write;
       PADDR = cmd_addr;
       PWDATA = cmd_wdata;
       next_state = ACCESS;
     end
      ACCESS: begin
        PSEL =1;
        PENABLE = 1;
        PWRITE = cmd_write;
        PADDR = cmd_addr;
        PWDATA = cmd_wdata;
        if (PREADY) begin
          fifo_pop =1;
          next_state = IDLE;
        end
      end
    endcase
  end
  endmodule
module axi_lite_to_apb_bridge #(
    parameter DATA_WIDTH = 32,
    parameter ADDR_WIDTH = 5 
)
  (
    input  logic aclk, aresetn,
    input  logic [31:0] awaddr, 
    input logic awvalid, 
    output logic awready,
    input  logic [31:0] wdata,  
    input logic wvalid,  
    output logic wready,
    output logic [1:0] bresp,   
    output logic bvalid, 
    input logic bready,
    input  logic [31:0] araddr, 
    input logic arvalid, 
    output logic arready,
    output logic [31:0] rdata,  
    output logic [1:0] rresp, 
    output logic rvalid, 
    input logic rready,
    input  logic pclk, presetn,
    output logic [31:0] PADDR, PWDATA,
    output logic PWRITE, PSEL, PENABLE,
    input  logic [31:0] PRDATA, 
    input logic PREADY
);
    logic cmd_empty, cmd_pop, cmd_write, cmd_full;
    logic [31:0] cmd_addr, cmd_wdata;
    logic resp_full, resp_empty, resp_push;
    logic [31:0] resp_rdata;
    async_fifo #(.DATA_WIDTH(65), .ADDR_WIDTH(ADDR_WIDTH)) 
       fifo_cmd (
        .wclk(aclk), .wrst_n(aresetn),
        .winc((awvalid && wvalid) || arvalid),
        .wdata({(awvalid ? awaddr : araddr), wdata, (awvalid && wvalid)}),
        .wfull(cmd_full),
        .rclk(pclk), .rrst_n(presetn),
        .rinc(cmd_pop),
        .rdata({cmd_addr, cmd_wdata, cmd_write}),
        .rempty(cmd_empty)
                 );
    async_fifo #(.DATA_WIDTH(32), .ADDR_WIDTH(ADDR_WIDTH)) 
       fifo_resp (
        .wclk(pclk), .wrst_n(presetn),
        .winc(resp_push), .wdata(PRDATA), .wfull(resp_full),
        .rclk(aclk), .rrst_n(aresetn),
        .rinc((rready || bready) && !resp_empty),  
        .rdata(resp_rdata), .rempty(resp_empty)
                  );
    apb_master_fsm fsm_inst (
        .pclk(pclk), .presetn(presetn),
        .fifo_empty(cmd_empty), .cmd_addr(cmd_addr), .cmd_wdata(cmd_wdata), .cmd_write(cmd_write),
        .fifo_pop(cmd_pop),
        .PADDR(PADDR), .PWDATA(PWDATA), .PWRITE(PWRITE), .PSEL(PSEL), .PENABLE(PENABLE),
        .PRDATA(PRDATA), .PREADY(PREADY)
                             );
    assign awready = !cmd_full;
    assign wready  = !cmd_full;
    assign arready = !cmd_full;
    assign resp_push = cmd_pop;
    assign rvalid = !resp_empty;
    assign rdata  = resp_rdata;
    assign rresp  = 0;
    assign bvalid = !resp_empty;
    assign bresp  = 0;
endmodule
$ cat flow/run.sh
#!/bin/bash
# OpenROAD 26Q1-2900-gdf79404cd8, Yosys 0.63+post, stock flow scripts
make -C /OpenROAD-flow-scripts/flow DESIGN_CONFIG=/design/flow/config.mk WORK_HOME=/design/flow/orfs finish
==> out/results.txt <==
Status - completed
I/O pin count - 246
Hold_buf cts - 0
Yosys xor share - 0.00552
Largest register FFs - 2080
Core area - 300000 um2
# rows - 201
# resized after CTS - 0
Worst-path fanout max - 40
Final Non-Filler Cells - 11340
All-Layer GR Usage - 0.293
CP endpoint kind - output port
Clock sink count - 3203
Largest net degree at the start of global routing - 71
R2r worst-path depth - 9
Multiplexer share - 0.0418
Placer Congestion - 0.914
Sequential-to-total area share from yosys stat - 0.793
Yosys chip area - 121000 um2
TritonCTS clock tree - yes
Fillers - 24559
Syn Std Cell Area - 121000 um2
Hold_ws - 0.270 ns
Vias per inst - 6.20
VDD IR-drop max - 0.000178 V
Die area - 304000 um2
# setup viols final - 0
Hold Crit Class - register to register
Distinct lib cells used - 90
Number of enable flip-flop cells - 3104
MaxCap Viol Count - 0
Fin. max-slew vios - 0
Setup Total Neg Slack - 0 ns
Pre-antenna DRT Iters - 6
DP HPWL - 233000 um
Data arrival, critical path - 5.67 ns
Pwr Density - 252 nW/um2
R2r setup slk - 6.63 ns
Final hold vios - 0
Mapped Cells - 6625
DRT iter0 DRCs - 5851
Dominant register cell - edfxtp_1
Fp_density - 0.402
RSZ-0062 raised after global routing - false
Slew headroom - 0.127
Global-route wire length before repair - 560000 um
Die Span Y - 551 um
Setup Skew - 0.0871 ns
P_leak - 0.0446 uW
Crit path kind - register to output port
Hold Path Stages - 0
Vias in the first global route - 73643
DIE WIDTH - 551 um
Drc violations - 0
Antenna violations before repair - 18
Avg Inst Size Synth - 18.2 um2
Post-synth ARST share - 0.0309
Post-DRT Antenna Nets - 0
WP data required - 8.40 ns
Placed instance count - 10757
FF+latch count, synth - 3203
WL final - 407000 um
Startpoint class of the critical path - register
Comb area leader - AND-OR/OR-AND gates
Yosys cell count - 6625
Simple share - 0.0363
Adder Area Share - 0.00249
Vias after detailed routing - 70352
Grt ovf - 0
Buffers on Ports - 240
WL/cell - 35.9 um
Least-Margin Pin Slew - 1.29 ns
Post-CTS Setup Inserts - 0
Reg clk slew, reported paths - 0.07 ns
P&R area growth vs syn - 15.7%
Warnings, synthesis - 6
Layout cells sized above 1 - 0.155
Ao+oa area frac - 0.103
Tool warnings - 44
-- report_power, final --
group          internal (uW)  leakage [uW]  total [uW]  switching, uW
Combinational           3160        0.0107        9300           6140
Clock                   6050       0.00479       10800           4770
Sequential             14600        0.0291       15000            407
-- Yosys cell counts (all sizes together) (17+ instances only) --
cell	n	area (um2)
inv	21	78.8
a31oi	19	119
dfrtp	98	2450
a22oi	508	3810
nor3	43	215
o211ai	34	255
o2111ai	34	298
a22o	145	1270
edfxtp	3104	93200
nor4	38	244
and3	38	238
a2111oi	34	298
nor2	167	632
a32oi	39	342
nand3	68	340
nand2b	17	106
mux2	173	1950
mux2i	291	2910
xnor2	44	385
o2bb2ai	48	420
ha	24	300
o21ai	104	521
o221a	25	282
a221oi	150	1310
xor2	32	280
nor4bb	19	190
a222oi	111	1110
clkbuf	213	800
buf	220	1240
nand4	72	450
a21oi	93	465
o22ai	101	632
nand2	205	769
a211oi	23	173
and4b	22	220
-- critical path: stages (launching register included) --
cell and delay [ns]:
dfrtp_4 0.91, buf_4 0.65, inv_1 0.37, ha_4 0.44, buf_4 0.44, a222oi_1 0.40, o21ai_0 0.28, nor4_1 0.68
a21oi_1 0.22, clkdlybuf4s50_1 0.47
-- cells in the final DEF (no fill, tap or decap), types with 57 or more instances in the layout --
cell type	Yosys	routed
a21oi_1	93	93
a221oi_1	150	150
a222oi_1	111	111
a22o_1	145	145
a22oi_1	508	508
buf_4	35	350
clkbuf_1	213	68
clkbuf_16	0	310
clkdlybuf4s50_1	0	237
clkinv_1	1	81
clkinv_2	0	57
dfrtp_1	98	92
edfxtp_1	3104	3104
mux2_2	168	168
mux2i_1	291	291
nand2_1	205	203
nand3_1	68	66
nand4_1	72	72
nor2_1	165	115
o21ai_0	102	102
o22ai_1	101	101
-- logic make-up (layout without fill, tap and decap cells) --
group,Yosys count,count (layout)
flops,3203,3203
compound gates,1589,1589
simple gates,805,805
mux,472,472
buf+inv,455,1194
xor+xnor,76,76
fa+ha+maj,24,24
other cells,1,19
-- path summary, 6_finish.rpt --
path / startpoint / endpoint
worst max-delay path: fifo_cmd.rptr_bin[4] / PADDR[16]
worst min-delay path: fifo_resp.wptr_gray[4] / fifo_resp.sync_loop[4].sync_w2r.q1
worst max register to register: fifo_cmd.wptr_gray[1] / fifo_cmd.mem[6][46]
worst min register to register: fifo_resp.wptr_gray[4] / fifo_resp.sync_loop[4].sync_w2r.q1
max in group clk1: PREADY / fifo_resp.mem[21][15]
max in group asynchronous: presetn / fifo_cmd.rptr_bin[2]
min in group clk1: fifo_resp.sync_loop[1].sync_r2w.q1 / fifo_resp.sync_loop[1].sync_r2w.data_out
min in group asynchronous: presetn / fifo_resp.wptr_bin[4]
-- layer usage --
layer / global-route usage / vias to the layer above / wire [um]
met5: 0.0385 / - / 1430
met3: 0.286 / 1079 / 90000
li1: - / 28639 / -
met4: 0.115 / 47 / 20900
met2: 0.398 / 6402 / 176000
met1: 0.303 / 34185 / 118000
-- layout make-up --
cell class | instances | area, um2 | area share
tap | 3958 | 4950 | 0.0355
timing repair buffer | 604 | 5310 | 0.0381
antenna | 15 | 37.5 | 0.000269
clock inverter | 190 | 1790 | 0.0128
multi-input combinational | 2970 | 23700 | 0.169
inverter | 22 | 82.6 | 0.000592
clock buffer | 378 | 8010 | 0.0574
sequential | 3203 | 95700 | 0.686
-- metrics by stage --
| step | total power, uW | area, um2 | util | worst slack [ns] |
|---|---|---|---|---|
| 6_report | 35100 | 140000 | 0.465 | 2.73 |
| 5_1_grt | 36100 | 140000 | 0.465 | 2.71 |
| 4_1_cts | 35000 | 140000 | 0.465 | 2.77 |
| 3_5_place_dp | 24300 | 130000 | 0.433 | 3.57 |
| 3_3_place_gp | 24300 | 130000 | 0.433 | 3.59 |
| 2_1_floorplan | 19600 | 121000 | - | 0.467 |
Power figures rest on the tool's default switching activity, not on a simulated workload.
